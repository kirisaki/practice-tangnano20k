`/design/flow/config.mk`:
```
export PLATFORM = sky130hd
export DESIGN_NAME = top
export DESIGN_NICKNAME = top
export VERILOG_FILES = /design/flow/design.v
export SDC_FILE = /design/flow/constraint.sdc
export NUM_CORES = 4
export LEC_CHECK = 1
export CORE_UTILIZATION = 30
```
`/design/flow/constraint.sdc`:
```
current_design top

set clk_period 6.7
set clk_io_pct 0.2

create_clock -name clk0 -period $clk_period [get_ports {clk}]

set non_clock_inputs [all_inputs -no_clocks]
set_input_delay [expr $clk_period * $clk_io_pct] -clock clk0 $non_clock_inputs
set_output_delay [expr $clk_period * $clk_io_pct] -clock clk0 [all_outputs]
```
`/design/flow/design.v`:
```
module edge_det #(
  parameter integer CLK_HZ     = 27_000_000,
  parameter integer STARTUP_MS = 100,
  parameter         ACTIVE_LOW = 1'b1
)(
  input  wire clk,
  input  wire btn_in,
  output reg  level = 1'b0,
  output reg  press = 1'b0,
  output reg  rel = 1'b0
);
  wire in_norm = ACTIVE_LOW ? ~btn_in : btn_in;
  reg s0=1'b0, s1=1'b0;
  always @(posedge clk) begin s0 <= in_norm; s1 <= s0; end
  localparam integer LIM = (CLK_HZ/1000)*STARTUP_MS;
  localparam integer W   = (LIM<=1)?1:$clog2(LIM);
  reg [W-1:0] por_cnt = {W{1'b0}};
  wire armed = (por_cnt == LIM-1);
  always @(posedge clk) if (!armed) por_cnt <= por_cnt + 1'b1;
  reg prev = 1'b0;
  always @(posedge clk) begin
    press   <= 1'b0;
    rel <= 1'b0;
    if (!armed) begin
      level <= s1;
      prev  <= s1;
    end else begin
      level <= s1;
      if (s1 & ~prev) press   <= 1'b1;
      if (~s1 & prev) rel <= 1'b1;
      prev <= s1;
    end
  end
endmodule
module top (
    input wire clk,
    input wire rx,
    input wire btn1,
    input wire btn2,
    output wire tx,
    output wire [5:0] led
);
  wire b1_lv, b2_lv, b1_pr, b1_rl, b2_pr, b2_rl;
  edge_det #(
      .CLK_HZ(27_000_000),
      .STARTUP_MS(100),
      .ACTIVE_LOW(1)
  ) u_ed1 (
      .clk(clk),
      .btn_in(btn1),
      .level(b1_lv),
      .press(b1_pr),
      .rel(b1_rl)
  );
  edge_det #(
      .CLK_HZ(27_000_000),
      .STARTUP_MS(100),
      .ACTIVE_LOW(1)
  ) u_ed2 (
      .clk(clk),
      .btn_in(btn2),
      .level(b2_lv),
      .press(b2_pr),
      .rel(b2_rl)
  );
  wire b1_uart, b2_uart;
  uart_keypad #(
      .CLOCK_FREQUENCY(32'd27_000_000),
      .BAUD_RATE(32'd115200)
  ) u_kp (
      .clk(clk),
      .rst(1'b0),
      .rx(rx),
      .up_pulse(b1_uart),
      .down_pulse(b2_uart)
  );
  wire b1 = b1_pr | b1_uart;
  wire b2 = b2_pr | b2_uart;
  reg [5:0] cnt = 6'd0;
  wire [6:0] next_cnt_calc = b1 ? (cnt + 1) : b2 ? (cnt - 1) : cnt;
  wire [5:0] next_cnt = next_cnt_calc[5:0];
  wire press_any = b1 | b2;
  localparam integer MSG_LEN = 9;
  reg  [7:0] msg            [0:MSG_LEN-1];
  reg  [5:0] cnt_latched;
  reg  [3:0] idx = 4'd0;
  reg        busy = 1'b0;
  reg        pending = 1'b0;
  reg  [7:0] din = 8'h00;
  reg        empty = 1'b1;
  wire       re;
  wire       uart_dout;
  assign tx = uart_dout;
  reg  re_q = 1'b0;
  wire re_p = re & ~re_q;
  reg  deassert_empty = 1'b0;
  reg  schedule_next = 1'b0;
  always @(posedge clk) begin
    re_q <= re;
    if (press_any) begin
      cnt <= next_cnt;
      if (!busy) begin
        busy           <= 1'b1;
        pending        <= 1'b0;
        idx            <= 4'd0;
        cnt_latched    <= next_cnt;
        msg[0]         <= "C";
        msg[1]         <= "N";
        msg[2]         <= "T";
        msg[3]         <= ":";
        msg[4]         <= " ";
        msg[5]         <= "0" + (next_cnt / 10);
        msg[6]         <= "0" + (next_cnt % 10);
        msg[7]         <= "\r";
        msg[8]         <= "\n";
        din            <= msg[0];
        empty          <= 1'b0;
        deassert_empty <= 1'b0;
        schedule_next  <= 1'b0;
      end else begin
        pending <= 1'b1;
      end
    end else if (busy) begin
      if (re_p) begin
        deassert_empty <= 1'b1;
      end else if (deassert_empty) begin
        deassert_empty <= 1'b0;
        empty <= 1'b1;
        if (idx == MSG_LEN - 1) begin
          if (pending) begin
            pending       <= 1'b0;
            idx           <= 4'd0;
            cnt_latched   <= cnt;
            msg[0]        <= "C";
            msg[1]        <= "N";
            msg[2]        <= "T";
            msg[3]        <= ":";
            msg[4]        <= " ";
            msg[5]        <= "0" + (cnt / 10);
            msg[6]        <= "0" + (cnt % 10);
            msg[7]        <= "\r";
            msg[8]        <= "\n";
            din           <= msg[0];
            schedule_next <= 1'b1;
          end else begin
            busy <= 1'b0;
          end
        end else begin
          idx <= idx + 1'b1;
          din <= msg[idx+1'b1];
          schedule_next <= 1'b1;
        end
      end else if (schedule_next) begin
        schedule_next <= 1'b0;
        empty <= 1'b0;
      end
    end else begin
      empty <= 1'b1;
      deassert_empty <= 1'b0;
      schedule_next <= 1'b0;
    end
  end
  assign led = ~cnt;
  uart_tx #(
      .CLOCK_FREQUENCY(32'd27_000_000),
      .BAUD_RATE(32'd115200),
      .WORD_WIDTH(32'd8)
  ) U_TX (
      .clk  (clk),
      .rst  (1'b0),
      .din  (din),
      .empty(empty),
      .re   (re),
      .dout (uart_dout)
  );
endmodule
module uart_keypad #(
    parameter [31:0] CLOCK_FREQUENCY = 32'd100_000_000,
    parameter [31:0] BAUD_RATE       = 32'd115200,
    parameter [ 7:0] KEY_UP1         = 8'h75,
    parameter [ 7:0] KEY_UP2         = 8'h55,
    parameter [ 7:0] KEY_DOWN1       = 8'h64,
    parameter [ 7:0] KEY_DOWN2       = 8'h44
) (
    input  clk,
    input  rst,
    input  rx,
    output up_pulse,
    output down_pulse
);
  wire [7:0] rx_data;
  wire       rx_we;
  uart_rx #(
      .CLOCK_FREQUENCY(CLOCK_FREQUENCY),
      .BAUD_RATE(BAUD_RATE),
      .WORD_WIDTH(32'd8)
  ) u_rx (
      .clk (clk),
      .rst (rst),
      .din (rx),
      .dout(rx_data),
      .full(1'b0),
      .we  (rx_we)
  );
  assign up_pulse   = rx_we & ((rx_data == KEY_UP1) | (rx_data == KEY_UP2));
  assign down_pulse = rx_we & ((rx_data == KEY_DOWN1) | (rx_data == KEY_DOWN2));
endmodule
module uart_rx #(
    parameter [31:0] CLOCK_FREQUENCY = 32'd100_000_000,
    parameter [31:0] BAUD_RATE       = 32'd115200,
    parameter [31:0] WORD_WIDTH      = 32'd8
) (
    input                   clk,
    input                   rst,
    input                   din,
    output [WORD_WIDTH-1:0] dout,
    input                   full,
    output                  we
);
  localparam integer OS = 16;
  reg rx_meta = 1'b1, rx_sync = 1'b1;
  always @(posedge clk) begin
    rx_meta <= din;
    rx_sync <= rx_meta;
  end
  reg [47:0] acc = 48'd0;
  wire [47:0] inc = BAUD_RATE * OS;
  wire [47:0] modv = CLOCK_FREQUENCY;
  wire os_tick = (acc >= modv);
  always @(posedge clk) begin
    if (rst) acc <= 48'd0;
    else begin
      acc <= acc + inc;
      if (os_tick) acc <= acc + inc - modv;
    end
  end
  localparam S_IDLE = 2'd0;
  localparam S_START = 2'd1;
  localparam S_DATA = 2'd2;
  localparam S_STOP = 2'd3;
  reg [1:0] state = S_IDLE;
  reg [3:0] os_cnt = 4'd0;
  reg [3:0] bit_cnt = 4'd0;
  reg [WORD_WIDTH-1:0] shift = {WORD_WIDTH{1'b0}};
  reg we_r = 1'b0;
  assign dout = shift;
  assign we   = we_r;
  always @(posedge clk) begin
    we_r <= 1'b0;
    if (rst) begin
      state   <= S_IDLE;
      os_cnt  <= 4'd0;
      bit_cnt <= 4'd0;
    end else if (os_tick) begin
      case (state)
        S_IDLE: begin
          if (~rx_sync) begin
            state  <= S_START;
            os_cnt <= 4'd0;
          end
        end
        S_START: begin
          os_cnt <= os_cnt + 4'd1;
          if (os_cnt == (OS / 2 - 1)) begin
            if (~rx_sync) begin
              state   <= S_DATA;
              os_cnt  <= 4'd0;
              bit_cnt <= 4'd0;
            end else begin
              state <= S_IDLE;
            end
          end
        end
        S_DATA: begin
          os_cnt <= os_cnt + 4'd1;
          if (os_cnt == (OS - 1)) begin
            os_cnt  <= 4'd0;
            shift   <= {rx_sync, shift[WORD_WIDTH-1:1]};
            bit_cnt <= bit_cnt + 4'd1;
            if (bit_cnt == (WORD_WIDTH - 1)) state <= S_STOP;
          end
        end
        S_STOP: begin
          os_cnt <= os_cnt + 4'd1;
          if (os_cnt == (OS - 1)) begin
            os_cnt <= 4'd0;
            if (rx_sync && ~full) we_r <= 1'b1;
            state <= S_IDLE;
          end
        end
      endcase
    end
  end
endmodule
module uart_tx #(
    parameter [31:0] CLOCK_FREQUENCY = 32'd100_000_000,
    parameter [31:0] BAUD_RATE       = 32'd115200,
    parameter [31:0] WORD_WIDTH      = 32'd8
) (
    input                   clk,
    input                   rst,
    input  [WORD_WIDTH-1:0] din,
    input                   empty,
    output                  re,
    output                  dout
);
  localparam [31:0] CLOCKS_PER_BIT = CLOCK_FREQUENCY / BAUD_RATE;
  localparam [1:0]
    STATE_WAIT               = 2'h0,
    STATE_ASSERT_READ_ENABLE = 2'h1,
    STATE_READ_WORD          = 2'h2,
    STATE_TRANSMIT_BITS      = 2'h3;
  reg  [           1:0] state;
  reg  [WORD_WIDTH+1:0] data;
  reg  [          31:0] clock_counts;
  wire                  full_clock_counts;
  assign re   = (state == STATE_ASSERT_READ_ENABLE);
  assign dout = (state == STATE_TRANSMIT_BITS) ? data[0] : 1'b1;
  always @(posedge clk) begin
    if (rst) state <= STATE_WAIT;
    else begin
      case (state)
        STATE_WAIT: state <= (~empty) ? STATE_ASSERT_READ_ENABLE : state;
        STATE_ASSERT_READ_ENABLE: state <= STATE_READ_WORD;
        STATE_READ_WORD: state <= STATE_TRANSMIT_BITS;
        STATE_TRANSMIT_BITS:
        state <= (full_clock_counts && (data == {{WORD_WIDTH{1'b0}}, 1'b1})) ? STATE_WAIT : state;
        default: state <= STATE_WAIT;
      endcase
    end
  end
  always @(posedge clk) begin
    if (rst) data <= {WORD_WIDTH + 1{1'b1}};
    else begin
      case (state)
        STATE_READ_WORD:     data <= {1'b1, din, 1'b0};
        STATE_TRANSMIT_BITS: data <= full_clock_counts ? {1'b0, data[WORD_WIDTH+1:1]} : data;
        default:             data <= {WORD_WIDTH + 1{1'b1}};
      endcase
    end
  end
  always @(posedge clk) begin
    if (rst) clock_counts <= 32'h0;
    else begin
      case (state)
        STATE_TRANSMIT_BITS: clock_counts <= full_clock_counts ? 32'h0 : (clock_counts + 32'h1);
        default:             clock_counts <= 32'h0;
      endcase
    end
  end
  assign full_clock_counts = (clock_counts == (CLOCKS_PER_BIT - 1));
endmodule
```
`/design/flow/run.sh`:
```
#!/bin/bash
# OpenROAD 26Q1-2900-gdf79404cd8, Yosys 0.63+post, stock flow scripts
make -C /OpenROAD-flow-scripts/flow DESIGN_CONFIG=/design/flow/config.mk WORK_HOME=/design/flow/orfs finish
```
==> changes_impl.md <==
### Changed

- Chip Footprint: 35,600 µm²
- Row Count: 68
- Die Width: 189 µm
- Fin Setup TNS: 0 ns
- GR Overflow Total: 0
- Transition time at the pin with the least slew margin: 0.824 ns
- Number of clock sinks seen by CTS: 194
- Required time reported for the critical path endpoint: 6.88 ns
- Post-layout util: 0.338
- Post-layout instance count excluding filler cells: 1,534
- YS warnings: 5
- Ant diodes: 0
- Library cell with the largest summed area after synthesis: edfxtp_1
- Number of enable-type register cells in the synthesized netlist: 114
- Mapped Avg Cell Area: 9.80 µm²
- Initial core utilization: 0.303
- Final worst hold slack: between 0.3 and 0.4 ns
- Clock transition time at the flip-flop clock pins of the worst setup and hold paths: 0.07 ns
- First-pass GRT wire length: 31.1 mm
- # setup viols final: 0
- Maximum clock skew at final layout: 0.00998 ns
- Number of maximum-capacitance constraint violations: 0
- Number of global-route vias before repair: around 6,700
- Register area share after synthesis: 0.480
- Power spent charging and discharging nets: 877 µW
- TritonRoute pass-1 iters: 5
- Cell Pwr Density: 257 nW/µm²
- Syn-to-layout area delta: 11.2%
- Placed inst area: 11,000 µm²
- Period utilization: 0.820
- Via count normalized by instance count: 4.74
- Overall routed net length: 18.1 mm
- Clock buffer count from CTS: 17
- Power share of the clock group: 0.336
- Sw Ratio: 0.293
- Number of H-tree levels: 4
- Yosys Chip Area: 10,500 µm²
- Startpoint types: register
- Critical path capture point type: register
- Maximum number of pins on one net before global-route repair: between 40 and 50
- Static Leakage: 3.97 nW
- Post-synthesis cell type count: 79
- Most frequent cell after synthesis: nor2_1
- Max-slew violation count: 0
- Maximum buffer depth of the clock tree: 2
- Post-CTS setup buffers: 0
- Setup repair after global routing missed its margin: false
- Half-perimeter wire length after placement: ~13 mm
- Area of the core region: 34,500 µm²
- Largest cells by area after synthesis: edfxtp_1 (33%), dfxtp_1 (15%), xnor2_1 (7.4%), xor2_1 (4.9%), nor2_1 (4.5%)
- Worst slew slack as a fraction of its limit: 0.445
- Status: finished clean
- Overall power consumption: 2.99 mW
- Final ANT Viol Nets: 0
- Final weighted congestion in routability-driven placement: around 0.9
- Latency at later pin: 0.43 ns
- Dominant Register Cell: edfxtp_1
- Critical path data arrival time: 5.67 ns
- Area share of the largest cell type after synthesis: 0.327
- Internal power of the cells: ~2.1 mW
- Cell at the root of the clock tree: clkbuf_16
- Max VDD drop: 0.187 mV
- Gate Count Post-Synth: 1,067
- Number of cells upsized or downsized after cts: 0
- Count of endpoints failing hold in the final timing report: 0
- Number of placed instances, taps included: 1,502
- Synth Cell Area: 10,500 µm²
- Area used by multi-input combinational logic: 5120 µm²
- Flops after synth: 194
- Pre-CTS worst setup slack: 1.24 ns
- Worst min path class: reg -> reg
- Top cell types by occurrence after synthesis: nor2_1 (125), edfxtp_1 (114), nand2_1 (88), xnor2_1 (88), dfxtp_1 (80)
- Detailed-route wire length per cell: 11.8 µm
- Post-route standard cell area excluding fillers: 11,600 µm²
- Power share of the sequential group: 0.488
- Crit Path Max Fanout: 13
- Tally of filler cells in the layout: 3,416
- Fraction of final layout cells with drive strength greater than 1: 0.0714
- Number of DRC markers after the initial detailed-route iteration: about 370
- Hold-fix buffer count after cts: 0
- Post-route worst setup slack: 1.21 ns
- Residual DRC count: 0
- Tot GR Track Use: 0.106
- Via total after detailed routing: 7,269
- Sequential cell area: 5020 µm²
- Logic gate share of total power: 0.177
- Clock tree from TritonCTS: done
- Number of top-level design ports: 11
- Fin crit period: 5.49 ns
- Height of the chip: 189 µm
- Number of warnings in the stage logs: 38
- Initial antenna violation count: 0
- Worst setup path class: reg -> reg
- Post-synth ARST share: 0
- Port Buffers: 10
- Cell count in the Yosys report: ~1,100
- Max Fclk: ~180 MHz
==> layout make-up <==
cell class,instances,share of cell area
flip-flops and latches,194,0.432
repair buffers,19,0.0144
clock buffers,17,0.0366
well taps,455,0.0489
inverters,42,0.0136
multi-input cells,792,0.440
clock inverters,15,0.0143
==> layer usage <==
metal / vias up / global-route usage / share of wire
li1: 3801 / - / -
met1: 3387 / 0.171 / 0.52
met2: 71 / 0.158 / 0.44
met3: 10 / 0.0183 / 0.028
met4: 0 / 0.0127 / 0.012
met5: - / 0 / 0
==> cell usage in the layout (no fill, tap or decap), types with 10 or more instances in the layout <==
cell type,netlist,layout
a21oi_1,35,35
a22oi_1,10,10
and3_1,15,15
clkbuf_16,0,17
clkdlybuf4s50_1,0,10
dfxtp_1,80,80
edfxtp_1,114,114
ha_1,28,28
inv_1,41,41
nand2_1,88,88
nand2b_1,14,14
nand3_1,65,65
nand4_1,26,26
nor2_1,125,125
nor2b_1,15,15
nor3_1,35,35
nor4_1,16,16
o21ai_0,43,43
or3_1,10,10
xnor2_1,88,88
xor2_1,59,59
==> worst max-delay path: stages, from the launching register on <==
cell and delay, ns:
edfxtp_1 0.38, nand4bb_4 0.25, o31a_1 0.47, inv_1 0.33
nand2b_1 0.26, a2111oi_4 0.75, nor3_1 0.13, a21oi_1 0.32
ha_1 0.26, o211a_1 0.17, nand2b_1 0.13, nor2_1 0.05
nor3_1 0.13, a41oi_1 0.06, o21ai_0 0.50, nand4b_4 0.29
o211ai_1 0.12, xnor2_1 0.16, ha_1 0.19, xnor2_1 0.18
xnor2_1 0.08
==> registers in the layout, summed over array words and instances, names as in the netlist, 2 cells and up <==
register / cells
U_TX.clock_counts: 32
U_TX.data: 10
u_kp.u_rx.bit_cnt: 4
u_ed2.por_cnt: 22
cnt: 6
u_kp.u_rx.state: 2
U_TX.state: 2
din: 8
u_kp.u_rx.os_cnt: 4
msg: 11
idx: 4
u_kp.u_rx.acc: 42
u_kp.u_rx.shift: 8
u_ed1.por_cnt: 22
==> power by group through the flow <==
stage,combinational (mW),sequential [mW],clock (mW)
after global routing,0.602,1.47,1.08
final,0.529,1.46,1.00
after CTS,0.534,1.46,1.04
==> kinds of logic (layout without fill, tap and decap cells) <==
family                     Yosys count  after routing  synth area share
adders and majority gates           28             28            0.0335
muxes                                8              8           0.00778
and+or+nand+nor                    456            456             0.221
DFF                                194            194             0.480
buffers and inverters               81             93            0.0306
xor gates and xnor gates           151            151             0.131
AOI/OAI and AO/OA                  149            149            0.0951
==> final timing paths <==
| check | start | endpoint | slack, ns | cells after the start |
|---|---|---|---|---|
| worst min register to register | u_ed1.s0 | u_ed1.s1 | 0.33 | 0 |
| worst max register to register | u_kp.u_rx.shift[3] | msg[6][6] | 1.21 | 20 |
| worst min-delay path | u_ed1.s0 | u_ed1.s1 | 0.33 | 0 |
| worst max-delay path | u_kp.u_rx.shift[3] | msg[6][6] | 1.21 | 20 |
Power is estimated from default activity; no workload was simulated.
